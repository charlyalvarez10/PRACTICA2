--- run.sh ---
#!/bin/bash
# OpenROAD 26Q1-2900-gdf79404cd8, Yosys 0.63+post, stock flow scripts
make -C /OpenROAD-flow-scripts/flow DESIGN_CONFIG=/design/flow/config.mk WORK_HOME=/design/flow/orfs finish
--- config.mk ---
export PLATFORM = sky130hd
export DESIGN_NAME = PC_Register
export DESIGN_NICKNAME = PC_Register
export VERILOG_FILES = /design/flow/design.v
export SDC_FILE = /design/flow/constraint.sdc
export NUM_CORES = 4
export LEC_CHECK = 1
export CORE_AREA = 10 10 88 88
export DIE_AREA = 0 0 98 98
export SYNTH_HDL_FRONTEND = slang
--- constraint.sdc ---
current_design PC_Register

set clk_period 1.0
set clk_io_pct 0.2

create_clock -name clk0 -period $clk_period [get_ports {clk}]

set non_clock_inputs [all_inputs -no_clocks]
set_input_delay [expr $clk_period * $clk_io_pct] -clock clk0 $non_clock_inputs
set_output_delay [expr $clk_period * $clk_io_pct] -clock clk0 [all_outputs]
--- design.v ---
module PC_Register
#(
	parameter N=32
)
(
	input clk,
	input reset,
	input  [N-1:0] NewPC,
	output reg [N-1:0] PCValue
);
always@(negedge reset or posedge clk) begin
	if(reset==0)
		PCValue <= 00400000;
	else	
		PCValue<=NewPC;
end
endmodule
==> impl_metrics.yaml <==
# flow metrics
outcome:
  outcome: "finished with violations"
  failed_checks: "negative setup slack"
clock_network:
  hold_buffers: 0
  cts_made_buffers: 5
  ctsHtreeMaxLevel: 2
  cts_num_sinks: 32
  clock_path_buffers: 2
  clkTransAtPathRegs_ns: 0.07
  cts_setup_buffers: 0
  clock_tree_from_tritoncts: "built"
  ctsRootBufferMaster: "sky130_fd_sc_hd__clkbuf_8"
synth:
  synth_dominant_cell_count: "sky130_fd_sc_hd__dfrtp_1"
  postSynthAreaPerCell_sq_um: 25.3
  synthDominantAreaCellType: "sky130_fd_sc_hd__dfrtp_1"
  top_cell_area_share_pct: 80.5
  enable_flop_cells: 0
  netlist_area_sq_um: 808
  syn_inst: 32
  synthArstFlopShare_pct: 100
  synth.lib_cells_used.distinct: 2
  yosys-top-cells-area: "sky130_fd_sc_hd__dfrtp_1 (80%), sky130_fd_sc_hd__dfstp_2 (20%)"
  synth-warning-count: 0
  synth_flops: 32
  dominantRegCellSynth: "sky130_fd_sc_hd__dfrtp_1"
  synthTopCellsByCount: "sky130_fd_sc_hd__dfrtp_1 (26), sky130_fd_sc_hd__dfstp_2 (6)"
  yosys.stat.seqShare_pct: 100
  yosys-stat-cells: 32
  ys_chip_area_sq_um: 808
cells_and_area:
  multi_input_comb_cells: 0
  layout_top_registers: "PCValue (32)"
  largest_reg_flops: 32
  share_of_cells_above_drive_strength_1_pct: 44.9
  final_design_area_no_fill_sq_um: 1550
  combGateArea_sq_um: 0
  reg_with_most_ffs: "PCValue"
  syn2layout_area_growth_pct: 91.8
drt:
  drt-initial-drc-count: 4
  routed_wire_per_std_cell_um: 14.5
  drt-pass1-iter-count: 2
  vias: 555
  highest-signal-layer: "met4"
  wirelength_mm: 2.63
  met3_wirelength_um: 476
  dr_wl_met2_mm: 1.01
  route.layer.met1.wl_mm: 1.13
  insertedDiodeCount: 0
  postRouteAntennaNets: 0
  post-route-drc-count: 0
  avgViaCountPerCell: 3.05
grt:
  globalRoute.totalOverflow: 0
  grt_first_pass_wirelength_mm: 4.02
  number_of_antenna_violations_at_the_first_check_in_global_routing: 0
  first_global_vias: 662
  grtUsageTotal_pct: 5.44
  grt_max_degree: 29
setup_path:
  cp.arrival_ns: 0.91
  required_ns: 0.80
  cp.buffers_inverters: 1
  worstSetupStartpointType: "flip-flop"
  critical_path_peak_fanout: 1
  path_delay_family: "flip-flops"
  criticalPathCategory: "flip-flop to output port"
  end_kind: "output port"
  slowest_stage: "sky130_fd_sc_hd__dfstp_2"
  critical_path.max_stage_delay_ns: 0.53
  timing.critical_path.cells: "buf_2"
floorplanning:
  row_count: 28
  fp_util_pct: 13.7
  die_area_sq_um: 9600
  die_height_um: 98
  die_boundary_width_um: 98
  io_pins: 66
  fp.coreArea_sq_um: 5920
power_and_ir_drop:
  power_leakage_nw: 0.696
  pwr_density_cell_nw_per_um2: 1830
  power.ir.vdd_worst_v: 0.000744
timing:
  max-slew-margin-rel_pct: 89.4
  post-route-min-period_ns: 1.11
  final_max_slew_violation_count: 0
  setup_viol_count_final: 6
  finalHoldWorstSlack_ns: 0.271
  finalClockPeriodUsage_pct: 111
  final.setup.worst_slack_ns: -0.107
  tns_ns: -0.594
  rsz0062_at_grt: "true"
  slew_worst_pin_ns: 0.159
  max_freq_mhz: 903
  hold_viol: 0
min_path:
  class_of_the_tightest_hold_or_removal_check: "input pin to asynchronous set/reset pin"
place:
  place_ws_ns: -0.195
  detailed_place.area_sq_um: 1580
  finalWeightedCongestion: 0.761
  port-buffer-count: 65
  dp_hpwl_mm: 2.22
job:
  max-cap-violations: 0
  openroad_warning_count: 27
cell usage in the layout (no fill, tap or decap):
master	instances
sky130_fd_sc_hd__buf_4	1
sky130_fd_sc_hd__clkdlybuf4s50_1	33
sky130_fd_sc_hd__buf_6	3
sky130_fd_sc_hd__clkbuf_8	5
sky130_fd_sc_hd__clkinvlp_4	1
sky130_fd_sc_hd__clkinv_2	1
sky130_fd_sc_hd__buf_2	29
sky130_fd_sc_hd__dfstp_2	6
sky130_fd_sc_hd__buf_12	1
sky130_fd_sc_hd__dfrtp_1	26
sky130_fd_sc_hd__bufinv_16	1
cell type report:
type	instances	area (sq um)
flip-flops and latches	32	808
clock inverters	3	42.5
fillers	610	4370
repair buffers	67	537
clock buffers	5	68.8
well taps	75	93.8
power by group:
part | internal [mW] | total, mW | switching [mW]
clock network | 0.737 | 1.23 | 0.488
registers | 1.37 | 1.38 | 0.0159
logic | 0.170 | 0.228 | 0.0583
repair_timing:
item / in CTS / in global routing
endpoints found under the hold margin: 0 / 0
endpoints found under the setup margin: 32 / 8
pin swaps: 0 / 0
resized: 104 / 1
worst max-delay path by stage:
stage	start	to	slack, ns	cells after the start
after CTS	PCValue[11]$_DFF_PN1_	PCValue[11]	-0.12	1
after global routing	PCValue[12]$_DFF_PN1_	PCValue[12]	-0.15	1
final	PCValue[12]$_DFF_PN1_	PCValue[12]	-0.11	1
metrics by stage:
step                      cells  power (mW)  util, %
after detailed placement    174        1.70     26.7
after global placement      174        1.70     26.7
after floorplan              32        1.39        -
after global routing        182        2.99     26.2
after CTS                   182        2.89     26.1
final                       182        2.84     26.2
routing by layer:
| layer | GRT usage, % | vias to the layer above |
|---|---|---|
| met4 | 0.671 | 0 |
| met2 | 7.11 | 46 |
| met3 | 4.62 | 2 |
| met1 | 6.85 | 264 |
| met5 | 0 | - |
| li1 | - | 243 |
cell families (layout without fill, tap and decap cells):
group / count (synthesis) / count (layout) / share of synthesized area (%)
buffers and inverters: 0 / 75 / 0
DFF: 32 / 32 / 100
Power and IR drop assume default switching activity.
